===== run.sh =====
#!/bin/bash
# OpenROAD 26Q1-2900-gdf79404cd8, Yosys 0.63+post, stock flow scripts
make -C /OpenROAD-flow-scripts/flow DESIGN_CONFIG=/design/flow/config.mk WORK_HOME=/design/flow/orfs finish

===== config.mk =====
export PLATFORM = sky130hd
export DESIGN_NAME = Comparator2
export DESIGN_NICKNAME = Comparator2
export VERILOG_FILES = /design/flow/design.v
export SDC_FILE = /design/flow/constraint.sdc
export NUM_CORES = 4
export LEC_CHECK = 1
export CORE_AREA = 10 10 70 70
export DIE_AREA = 0 0 80 80

===== constraint.sdc =====
current_design Comparator2

set clk_period 3.1
set clk_io_pct 0.2

create_clock -name clk0 -period $clk_period

set non_clock_inputs [all_inputs -no_clocks]
set_input_delay [expr $clk_period * $clk_io_pct] -clock clk0 $non_clock_inputs
set_output_delay [expr $clk_period * $clk_io_pct] -clock clk0 [all_outputs]

===== design.v =====
module Comparator2(A, B, min, max);
    input  [3:0] A, B;
    output [3:0] min, max;
    assign min = (A < B) ? A : B;
    assign max = (A < B) ? B : A;
endmodule   

==> changes_impl.md <==
## Implementation

* Clkbuf count at 0
* Synth Instances at 22
* Area delta synth->final at 145%
* Crit path from: A[3]
* Syn Area/Cell at just under 10 um^2
* Worst setup EP type: primary output
* FF+latch area at 0 um^2
* Number of synthesis warnings at 0
* Max-Slew Margin vs Limit at between 80% and 90%
* Worst slew pin tran at between 200 and 250 ps
* Period utilisation layout at between 90% and 100%
* Total number of vias at around 240
* Max-Cap Viols at 0
* Floorplan core density at 6.19%
* Initial antenna violation count at 0
* IO buf count at 16
* Flip-flops at 0
* CP required at approximately 2500 ps
* CP delay by family, top: buffers and inverters
* Tool Warnings at 34
* Yosys simple share at a little under a tenth
* Hold_sp: A[1]
* Ports at 16
* Area reported by Yosys stat at 211 um^2
* Top comb family, area: multiplexers
* Diode count at 0
* Leak pwr at approximately 0.00025 uW
* Crit Path Category: input port to primary output
* Post-Layout Cell Count at ~92
* First-pass GRT wire length at 1120 um
* CP startpoint kind: input port
* Hold WS at between 1500 and 2000 ps
* Die ar. at between 6000 and 7000 um^2
* Area leader share at 29.6%
* Max IR drop VDD at between 0.00008 and 0.00009 V
* Layout cells sized above 1 at between 40% and 50%
* WL final at 716 um
* Max-slew violations at 0
* Class of the worst hold path: input port to primary output
* Drt initial violations at 1
* Final setup viols at 0
* Post-synthesis sequential area ratio at 0%
* RSZ-0062 raised after global routing: false
* Vias per Instance at roughly 2.6
* Slowest-stage cell, CP: clkdlybuf4s50_1
* MUX area fraction at roughly a third
* Worst path bufs/invs at 4
* DRC violations left at 0
* Top cells, area: ha_1 (30%), mux2_1 (27%), a2bb2oi_4 (12%)
* Crit path cell chain: dlygate4sd2_1, buf_4, ha_2, nor3_2, a2bb2oi_4, buf_12, mux2_4, clkdlybuf4s50_1
* Yosys xor share at 0%
* Cells in synth_stat.txt at 22
* Placed Cells incl. Taps at 89
* Post-DP HPWL at 611 um
* Final Instance Area at between 500 and 600 um^2
* Vias in the first global route at approximately 230
* Worst EP arrival at ~2400 ps
* Dominant cell type by area after synthesis: ha_1
* Yosys cell types at 9
* Row cnt at 21
* Core area at between 3000 and 4000 um^2
* Tmin final at approximately 3000 ps
* Slowest stage delay, CP at 430 ps
* Crit Path Max Fanout at 4
* Synthesized area at around 210 um^2
* Largest net degree at the start of global routing at 7
* GRT overflow at 0
* Final Wtd Congestion at ~0.70
* Area after DPL at 467 um^2
* Gr usage total at under 10%
* Adder Area Share at ~30%
* Chip width at 80 um
* Die y size at about 80 um
* F_max at around 330 MHz
* Pwr/cell area at between 150 and 200 nW/um^2
* And-or/or-and share of the synthesized area at between 10% and 20%
* DR WL/cell at 7.78 um
* Post-route ant nets at 0
* Outcome: completed
* First-pass DRT Iterations at 2
* Final hold vios at 0
[through the flow]
step	worst slack [ps]	total power (uW)	TNS, ps	util, %
3_5_place_dp	-162	71.3	-893	13.7
2_1_floorplan	878	28.4	0	-
6_report	105	89.1	0	15.2
5_1_grt	19.8	97.2	0	15.2
4_1_cts	7.57	72.2	0	13.7
3_3_place_gp	-151	71.0	-855	13.7
[cells in the final DEF, fill, tap and decap left out, types with 4 or more instances in the layout]
cell	count
clkdlybuf4s50_1	9
mux2_4	6
dlygate4sd2_1	6
ha_1	4
inv_1	6
buf_4	7
[kinds of logic (layout without fill, tap and decap cells)]
group                      after synthesis  count (layout)
AOI/OAI and AO/OA                        2               2
adders and majority gates                5               5
and+or+nand+nor                          3               3
buffers and inverters                    6              30
muxes                                    6               6
[per-layer routing]
metal,GRT usage [%],vias to the layer above,part of all wire [%]
met1,3.16,102,52
met3,1.02,0,18
met2,2.73,15,29
met5,0,-,0
li1,-,122,-
met4,0,0,0
[where the power goes]
part           switching [uW]  internal [uW]  leakage, uW
Sequential                  0              0            0
Clock                       0              0            0
Combinational            26.4           62.7     0.000253
Total                    26.4           62.7     0.000253
[synthesized netlist by cell type (all sizes together)]
master   count
nor2         2
o21ai        1
ha           5
inv          6
a2bb2oi      1
mux2         6
nor3         1
[layout make-up]
type	instances	area (um^2)
inverter	6	22.5
timing repair buffer	24	228
fill	402	2900
multi-input combinational	16	210
tap	46	57.6
[final timing paths]
check | end | cells past startpoint
setup / recovery | max[0] | 8
hold / removal | min[1] | 4
[tightest hold or removal path, cell delays in order]
cell	delay, ps
dlymetal6s2s_1	110
buf_4	120
mux2_4	120
dlygate4sd2_1	210
[repair_timing]
action | 4_1_cts | 5_1_grt
buffers inserted | 0 | 3
resized | 8 | 5
setup endpoints to repair | 6 | 5
hold buffers | 0 | 0
pin swaps | 3 | 3
Power and IR drop assume default switching activity.
